[constraint.sdc]
current_design mul16x8x8_wallace

set clk_period 37.1
set clk_io_pct 0.2

create_clock -name clk0 -period $clk_period [get_ports {clk}]

set non_clock_inputs [all_inputs -no_clocks]
set_input_delay [expr $clk_period * $clk_io_pct] -clock clk0 $non_clock_inputs
set_output_delay [expr $clk_period * $clk_io_pct] -clock clk0 [all_outputs]
[config.mk]
export PLATFORM = sky130hd
export DESIGN_NAME = mul16x8x8_wallace
export DESIGN_NICKNAME = mul16x8x8_wallace
export VERILOG_FILES = /design/flow/design.v
export SDC_FILE = /design/flow/constraint.sdc
export NUM_CORES = 4
export LEC_CHECK = 1
export CORE_UTILIZATION = 50
[design.v]
`timescale 1ns/1ps
module adder_tree_var #(
    parameter integer LANES  = 4,                                
    parameter integer INW    = 16,
    parameter integer STAGES = (LANES < 4) ? 2 : $clog2(LANES),  
    parameter integer OUTW   = INW + STAGES + 1                  
)(
    input  wire                       clk,
    input  wire                       rst_n,
    input  wire                       in_valid,
    input  wire [LANES*INW-1:0]       prod_flat,  
    output wire                       out_valid,
    output wire [OUTW-1:0]            sum
);
wire [OUTW-1:0] s0 [0:LANES-1];
genvar gi;
generate
    for (gi = 0; gi < LANES; gi = gi + 1)
        assign s0[gi] = {{(OUTW-INW){1'b0}}, prod_flat[INW*gi +: INW]};
endgenerate
reg [STAGES-1:0] v_pipe;
always @(posedge clk or negedge rst_n)
    if (!rst_n)           v_pipe <= {STAGES{1'b0}};
    else                  v_pipe <= {v_pipe[STAGES-2:0], in_valid};
localparam L1 = (LANES>1) ? LANES/2 : 1;
wire [OUTW-1:0] w1 [0:L1-1];           
reg  [OUTW-1:0] r1 [0:L1-1];           
generate
    if (LANES > 1) begin
        for (gi = 0; gi < L1; gi = gi + 1)
            assign w1[gi] = s0[2*gi] + s0[2*gi+1];
    end
    else begin
        assign w1[0] = s0[0];
    end
endgenerate
integer i;
always @(posedge clk or negedge rst_n)
    if (!rst_n)
        for (i = 0; i < L1; i = i + 1) r1[i] <= {OUTW{1'b0}};
    else
        for (i = 0; i < L1; i = i + 1) r1[i] <= w1[i];
generate
if (STAGES > 1) begin : GEN_LVL2
    localparam L2 = (LANES>2) ? LANES/4 : 1;
    wire [OUTW-1:0] w2 [0:L2-1];
    reg  [OUTW-1:0] r2 [0:L2-1];
    if (LANES > 2) begin
        for (gi = 0; gi < L2; gi = gi + 1)
            assign w2[gi] = r1[2*gi] + r1[2*gi+1];
    end
    else begin
        assign w2[0] = r1[0];
    end
    always @(posedge clk or negedge rst_n)
        if (!rst_n)
            for (i = 0; i < L2; i = i + 1) r2[i] <= {OUTW{1'b0}};
        else
            for (i = 0; i < L2; i = i + 1) r2[i] <= w2[i];
end
endgenerate
generate
if (STAGES > 2) begin : GEN_LVL3
    localparam L3 = LANES/8;          
    wire [OUTW-1:0] w3 [0:L3-1];
    reg  [OUTW-1:0] r3 [0:L3-1];
    for (gi = 0; gi < L3; gi = gi + 1)
        assign w3[gi] = GEN_LVL2.r2[2*gi] + GEN_LVL2.r2[2*gi+1];
    always @(posedge clk or negedge rst_n)
        if (!rst_n)
            for (i = 0; i < L3; i = i + 1) r3[i] <= {OUTW{1'b0}};
        else
            for (i = 0; i < L3; i = i + 1) r3[i] <= w3[i];
end
endgenerate
generate
if (STAGES > 3) begin : GEN_LVL4
    wire [OUTW-1:0] w4 = GEN_LVL3.r3[0] + GEN_LVL3.r3[1];
    reg  [OUTW-1:0] r4;
    always @(posedge clk or negedge rst_n)
        if (!rst_n)       r4 <= {OUTW{1'b0}};
        else              r4 <= w4;
    assign sum = r4;
end
else if (STAGES == 3) begin
    assign sum = GEN_LVL3.r3[0];
end
else if (STAGES == 2) begin
    assign sum = GEN_LVL2.r2[0];
end
else begin
    assign sum = {2'b00, r1[0][INW-1:0]};  
end
endgenerate
assign out_valid = v_pipe[STAGES-1];
endmodule
`timescale 1ns/1ps
(* use_dsp = "no" *)
module mul16x8x8_wallace
(
    input  wire         clk,
    input  wire         rst_n,
    input  wire         in_valid,
    input  wire [127:0] in_a,
    input  wire [127:0] in_b,
    output reg          out_valid,
    output reg  [19:0]  out_sum
);
    genvar  g;
    integer i;
    wire [7:0] a [0:15];
    wire [7:0] b [0:15];
    generate
        for (g = 0; g < 16; g = g + 1) begin : G_SLICE
            assign a[g] = in_a[g*8 +: 8];
            assign b[g] = in_b[g*8 +: 8];
        end
    endgenerate
    wire [15:0] p [0:15];
    wire        v_lane [0:15];
    generate
        for (g = 0; g < 16; g = g + 1) begin : G_MUL
            wallace_mult8 u_mul (
                .clk      (clk),
                .rst_n    (rst_n),
                .in_valid (in_valid),
                .a        (a[g]),
                .b        (b[g]),
                .out_valid(v_lane[g]),
                .product  (p[g])
            );
        end
    endgenerate
    reg [15:0] p_r [0:15];
    reg        v_r;                
    always @(posedge clk or negedge rst_n) begin
        if (!rst_n) begin
            for (i = 0; i < 16; i = i + 1) p_r[i] <= 16'd0;
            v_r <= 1'b0;
        end
        else begin
            for (i = 0; i < 16; i = i + 1) p_r[i] <= p[i];
            v_r <= v_lane[0];       
        end
    end
    wire [255:0] prod_bus;
    generate
        for (g = 0; g < 16; g = g + 1)
            assign prod_bus[g*16 +: 16] = p_r[g];
    endgenerate
    wire        tree_valid;
    wire [19:0] tree_sum;
    adder_tree_var #(
        .LANES (16),
        .INW   (16),
        .OUTW  (20)
    ) u_tree (
        .clk       (clk),
        .rst_n     (rst_n),
        .in_valid  (v_r),
        .prod_flat (prod_bus),
        .out_valid (tree_valid),
        .sum       (tree_sum)
    );
    always @(posedge clk or negedge rst_n) begin
        if (!rst_n) begin
            out_valid <= 1'b0;
            out_sum   <= 20'd0;
        end
        else begin
            out_valid <= tree_valid;
            out_sum   <= tree_sum;
        end
    end
endmodule
`timescale 1ns/1ps
module ha(input wire a, b, output wire s, c);
    assign s = a ^ b;
    assign c = a & b;
endmodule
module fa(input wire a, b, cin, output wire s, cout);
    assign s    = a ^ b ^ cin;
    assign cout = (a & b) | (a & cin) | (b & cin);
endmodule
(* use_dsp = "no" *)
module wallace_mult8 (
    input  wire        clk,
    input  wire        rst_n,
    input  wire        in_valid,
    input  wire [7:0]  a,
    input  wire [7:0]  b,
    output wire        out_valid,
    output wire [15:0] product
);
    localparam W = 17;              
    wire [W-1:0] pp [7:0];
    genvar gi, gj;
    generate
        for (gi = 0; gi < 8; gi = gi + 1) begin : ROW
            for (gj = 0; gj < W; gj = gj + 1) begin : COL
                if (gj >= gi && gj < gi + 8) begin
                    assign pp[gi][gj] = a[gi] & b[gj - gi];
                end else begin
                    assign pp[gi][gj] = 1'b0;
                end
            end
        end
    endgenerate
    wire [W-1:0] l1s0,l1s1,l1s2,l1c0,l1c1,l1c2;
    generate
        for (gj = 0; gj < 16; gj = gj + 1) begin : L1
            fa fa0 (pp[0][gj], pp[1][gj], pp[2][gj],
                     l1s0[gj], l1c0[gj+1]);
            ha ha0 (pp[3][gj], pp[4][gj],
                     l1s1[gj], l1c1[gj+1]);
            fa fa1 (pp[5][gj], pp[6][gj], pp[7][gj],
                     l1s2[gj], l1c2[gj+1]);
        end
    endgenerate
    assign {l1c0[0],l1c1[0],l1c2[0]} = 3'b000;
    assign {l1s0[16],l1s1[16],l1s2[16]} = 3'b000;
    reg [W-1:0] r1s0,r1s1,r1s2,r1c0,r1c1,r1c2;
    reg         v1;
    always @(posedge clk or negedge rst_n) begin
        if (!rst_n) begin
            v1 <= 1'b0;
        end else if (in_valid) begin
            v1   <= 1'b1;
            r1s0 <= l1s0;  r1c0 <= l1c0;
            r1s1 <= l1s1;  r1c1 <= l1c1;
            r1s2 <= l1s2;  r1c2 <= l1c2;
        end else begin
            v1 <= 1'b0;
        end
    end
    wire [W-1:0] l2s0,l2s1,l2c0,l2c1;
    generate
        for (gj = 0; gj < W-1; gj = gj + 1) begin : L2
            fa fa2 (r1s0[gj], r1s1[gj], r1s2[gj],
                     l2s0[gj], l2c0[gj+1]);
            fa fa3 (r1c0[gj], r1c1[gj], r1c2[gj],
                     l2s1[gj], l2c1[gj+1]);
        end
    endgenerate
    assign l2s0[W-1] = r1s0[W-1] ^ r1s1[W-1] ^ r1s2[W-1];
    assign l2s1[W-1] = r1c0[W-1] ^ r1c1[W-1] ^ r1c2[W-1];
    assign {l2c0[0],l2c1[0]} = 2'b00;
    reg [W-1:0] r2s0,r2s1,r2c0,r2c1;
    reg         v2;
    always @(posedge clk or negedge rst_n) begin
        if (!rst_n) begin
            v2 <= 1'b0;
        end else if (v1) begin
            v2   <= 1'b1;
            r2s0 <= l2s0;  r2c0 <= l2c0;
            r2s1 <= l2s1;  r2c1 <= l2c1;
        end else begin
            v2 <= 1'b0;
        end
    end
    wire [W-1:0] s3, c3;
    generate
        for (gj = 0; gj < W-1; gj = gj + 1) begin : L3
            fa fa4 (r2s0[gj], r2s1[gj], r2c0[gj],
                     s3[gj], c3[gj+1]);
        end
    endgenerate
    assign s3[W-1] = r2s0[W-1] ^ r2s1[W-1] ^ r2c0[W-1];
    assign c3      [0] = 1'b0;
    wire [17:0] final18 = {1'b0, s3}
                       +  c3 
                       +  r2c1;  
    reg [15:0] product_r;
    reg        v3;
    always @(posedge clk or negedge rst_n) begin
        if (!rst_n) begin
            v3 <= 1'b0;
        end else if (v2) begin
            v3       <= 1'b1;
            product_r<= final18[15:0];
        end else begin
            v3 <= 1'b0;
        end
    end
    assign product   = product_r;
    assign out_valid = v3;    
endmodule
[run.sh]
#!/bin/bash
# OpenROAD 26Q1-2900-gdf79404cd8, Yosys 0.63+post, stock flow scripts
make -C /OpenROAD-flow-scripts/flow DESIGN_CONFIG=/design/flow/config.mk WORK_HOME=/design/flow/orfs finish
==> run notes <==
yosys + openroad results -> status finished, final reports clean, share of layout cells above drive strength 1 under 10%, Lkg Pwr 0.0534 uW, TritonRoute pass-1 iters 7, CTS Sinks 2,343, most common cell in the netlist edfxtp_1, crit path max fanout 72, hold_ws ~0.33 ns, WL/cell between 15 and 20 microns, first-pass GRT wire length 324,000 microns, instance count of the mapped netlist 8,010, OpenROAD warnings 36, CP peak stage delay slightly above 0.7 ns, Post-synth seq share 60.2%, Peak VDD IR 0.0434 mV, CP endpoint G_MUL[8].u_mul.r1s2[12], Main area contributors edfxtp_1 48%, dfrtp_1 12%, fa_1 11%, Yosys warnings 8, fp util 50.4%, dpl cell area between 100,000 and 150,000 sq um, count of library flops with an enable pin 1,792, post-CTS setup buffers 0, Worst Max-Slew Pin Slew 0.845 ns, CORE AREA 223,000 sq um, Die W between 400 and 500 microns, max-cap viol count 0, Async SR Flop Fraction 23.5%, antenna violations before repair 21, Overflow after GRT 0, Post-CTS Hold Buffers 0, area leader, netlist edfxtp_1, Mapped Avg Cell Area around 14 sq um, I/O Buffers 279, Post-Syn Area approximately 110,000 sq um, # Cells Yosys 8,010, Slowest cell on crit path buf_4, Root Buffer clkbuf_16, DR iter-0 viols 2,612, Final Core Density 57.3%, CP most frequent cell buf_4, Reg2Reg Capture Point G_MUL[8].u_mul.r2s0[13], chip height 476 microns, Worst Clk Skew 0.0433 ns, max-slew violations 0, TritonCTS clock tree done, Late-Pin Clk Latency 0.89 ns, Pwr Density 59.9 nW/um^2, Syn-to-layout area delta 13.7%, final tally of hold violations 0, met2 Usage GRT 30.1%, vias in the first global route 61,900, gr busiest metal met1, largest net degree at the start of global routing 139, via count 58,800, RSZ-0062 raised after global routing false, CP Launch Point rst_n, chip area 226,000 sq um, Top FF cell, synth edfxtp_1, cell area after layout about 130,000 sq um, gpl congestion 0.880, flop-to-flop setup slack 32.96 ns, PostCTS Resize Cnt 0, # IOs 280, WS Path Type primary input to flop, Num CTS Buffers 276, vias per cell 5.00, Cell Type Count 70, worst reg-to-reg path cell count 5, crit share post-route 33.1%, Crit. End Element flop, Worst EP arrival 12.79 ns, DP HPWL 145,000 microns, fmax 0.0814 GHz, Crit path required time ~38 ns, Tmin final 12.29 ns, YS chip area approximately 110,000 sq um, top cells by count 1,792 x edfxtp_1, 1,299 x inv_1, 843 x ha_1, Max Buffers Root-to-Sink 4, DR DRC count 0, met1 Track Usage GR 30.8%, clock slew at reported path FFs 0.06 ns, H-tree levels 5, final setup fails 0, Fin Setup TNS 0 ns, RR Startpoint G_MUL[13].u_mul.v1, global-route usage over all layers between 20 and 25%, area share, top type 47.9%, final wirelength about 200,000 microns, Critical Path Source Type primary input, DRT antenna net count 0, Hold Path Class flop to flop, flops out of synthesis 2,343, met3 GRT Util 8.12%, worst path cell trace buf_8 > and2_4 > buf_4 > buf_4 > buf_4 > buf_4 > buf_4 > buf_4, FP Rows between 150 and 200, Rel. slew slack between 40 and 50%
[cells in the final DEF, fill, tap and decap left out, drive strengths merged, types with 10 or more instances in the layout]
cell and n:
inv 1305, o21bai 36, or2 25, clkdlybuf4s50 278, xnor2 257, a21boi 10
a21o 87, ha 843, clkinvlp 12, dfrtp 551, o21a 58, o31ai 18
nand4 19, clkbuf 361, a31oi 17, and3 39, a2111oi 21, o21ai 101
fa 623, buf 39, nand2b 27, nor2 208, bufinv 15, nor2b 48
nor4 12, o211ai 22, nand3 57, and2 455, nand2 734, edfxtp 1792
or3 10, xor2 79, a211oi 36, clkinv 77, nor3 65, a21oi 308
[registers in the layout, summed over array words and instances (netlist names), 128 cells and up]
name / cells
G_MUL.u_mul.r1c2: 128
G_MUL.u_mul.r2c0: 144
G_MUL.u_mul.r2s0: 240
G_MUL.u_mul.r1c0: 128
G_MUL.u_mul.product_r: 256
G_MUL.u_mul.r1s0: 160
G_MUL.u_mul.r2s1: 208
p_r: 256
u_tree.r1: 136
G_MUL.u_mul.r1s1: 144
G_MUL.u_mul.r1s2: 160
[critical path: cells and delay by family]
family	cells	cell delay [ns]
AND/OR/NAND/NOR	1	0.65
buffers and inverters	7	4.34
[how the worst min path moves through the flow]
stage | startpoint | endpoint | slack [ns] | cells past startpoint
finish | u_tree.GEN_LVL4.r4[6] | out_sum[6] | 0.33 | 0
global route | G_MUL[14].u_mul.product_r[8] | p_r[14][8] | 0.34 | 0
CTS | u_tree.GEN_LVL4.r4[6] | out_sum[6] | 0.34 | 0
[report_power, final]
group          switching, uW  internal (uW)
Combinational           1020            750
Clock                   1000           1540
Sequential               131           3200
Total                   2160           5490
[routing by layer]
layer,part of all wire [%],vias to the layer above
li1,-,28400
met1,40,28400
met2,47,1460
met3,9.2,435
met4,3.2,24
met5,0.072,-
[layout make-up]
| class | instances | area, sq um |
|---|---|---|
| fill | 17000 | 95100 |
| sequential | 2343 | 67600 |
| multi-input combinational | 4354 | 39800 |
| clock buffer | 361 | 7580 |
| inverter | 1299 | 4880 |
| tap | 2975 | 3720 |
| timing repair buffer | 317 | 3130 |
| clock inverter | 110 | 973 |
| antenna | 6 | 15.0 |
[per-stage QoR]
stage                     cells  setup WS (ns)  power, uW
final                     11800          24.81       7650
after global routing      11800          24.35       8100
after CTS                 11800          24.79       7760
after detailed placement  11300          23.81       5170
after global placement    11300          23.92       5160
after floorplan            8010           9.75       4650
[cell families (layout without fill, tap and decap cells)]
logic type / count (synthesis) / count (layout) / share of synthesized area, %
fa+ha+maj: 1466 / 1466 / 20.5
buf+inv: 1313 / 2087 / 4.39
flops: 2343 / 2343 / 60.2
mux: 2 / 2 / 0.0178
compound gates: 826 / 826 / 4.83
other cells: 0 / 6 / 0
simple gates: 1724 / 1724 / 7.43
xor+xnor: 336 / 336 / 2.62
Power and IR drop assume default switching activity.
