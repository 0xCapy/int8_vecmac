==> ./run.sh <==
#!/bin/bash
# OpenROAD 26Q1-2900-gdf79404cd8, Yosys 0.63+post, stock flow scripts
make -C /OpenROAD-flow-scripts/flow DESIGN_CONFIG=/design/flow/config.mk WORK_HOME=/design/flow/orfs finish
==> ./config.mk <==
export PLATFORM = sky130hd
export DESIGN_NAME = mul4x8x8_wallace
export DESIGN_NICKNAME = mul4x8x8_wallace
export VERILOG_FILES = /design/flow/design.v
export SDC_FILE = /design/flow/constraint.sdc
export NUM_CORES = 4
export LEC_CHECK = 1
export CORE_UTILIZATION = 50
==> ./constraint.sdc <==
current_design mul4x8x8_wallace

set clk_period 10.2
set clk_io_pct 0.2

create_clock -name clk0 -period $clk_period [get_ports {clk}]

set non_clock_inputs [all_inputs -no_clocks]
set_input_delay [expr $clk_period * $clk_io_pct] -clock clk0 $non_clock_inputs
set_output_delay [expr $clk_period * $clk_io_pct] -clock clk0 [all_outputs]
==> ./design.v <==
`timescale 1ns/1ps
module adder_tree_var #(
    parameter integer LANES  = 4,                                
    parameter integer INW    = 16,
    parameter integer STAGES = (LANES < 4) ? 2 : $clog2(LANES),  
    parameter integer OUTW   = INW + STAGES + 1                  
)(
    input  wire                       clk,
    input  wire                       rst_n,
    input  wire                       in_valid,
    input  wire [LANES*INW-1:0]       prod_flat,  
    output wire                       out_valid,
    output wire [OUTW-1:0]            sum
);
wire [OUTW-1:0] s0 [0:LANES-1];
genvar gi;
generate
    for (gi = 0; gi < LANES; gi = gi + 1)
        assign s0[gi] = {{(OUTW-INW){1'b0}}, prod_flat[INW*gi +: INW]};
endgenerate
reg [STAGES-1:0] v_pipe;
always @(posedge clk or negedge rst_n)
    if (!rst_n)           v_pipe <= {STAGES{1'b0}};
    else                  v_pipe <= {v_pipe[STAGES-2:0], in_valid};
localparam L1 = (LANES>1) ? LANES/2 : 1;
wire [OUTW-1:0] w1 [0:L1-1];           
reg  [OUTW-1:0] r1 [0:L1-1];           
generate
    if (LANES > 1) begin
        for (gi = 0; gi < L1; gi = gi + 1)
            assign w1[gi] = s0[2*gi] + s0[2*gi+1];
    end
    else begin
        assign w1[0] = s0[0];
    end
endgenerate
integer i;
always @(posedge clk or negedge rst_n)
    if (!rst_n)
        for (i = 0; i < L1; i = i + 1) r1[i] <= {OUTW{1'b0}};
    else
        for (i = 0; i < L1; i = i + 1) r1[i] <= w1[i];
generate
if (STAGES > 1) begin : GEN_LVL2
    localparam L2 = (LANES>2) ? LANES/4 : 1;
    wire [OUTW-1:0] w2 [0:L2-1];
    reg  [OUTW-1:0] r2 [0:L2-1];
    if (LANES > 2) begin
        for (gi = 0; gi < L2; gi = gi + 1)
            assign w2[gi] = r1[2*gi] + r1[2*gi+1];
    end
    else begin
        assign w2[0] = r1[0];
    end
    always @(posedge clk or negedge rst_n)
        if (!rst_n)
            for (i = 0; i < L2; i = i + 1) r2[i] <= {OUTW{1'b0}};
        else
            for (i = 0; i < L2; i = i + 1) r2[i] <= w2[i];
end
endgenerate
generate
if (STAGES > 2) begin : GEN_LVL3
    localparam L3 = LANES/8;          
    wire [OUTW-1:0] w3 [0:L3-1];
    reg  [OUTW-1:0] r3 [0:L3-1];
    for (gi = 0; gi < L3; gi = gi + 1)
        assign w3[gi] = GEN_LVL2.r2[2*gi] + GEN_LVL2.r2[2*gi+1];
    always @(posedge clk or negedge rst_n)
        if (!rst_n)
            for (i = 0; i < L3; i = i + 1) r3[i] <= {OUTW{1'b0}};
        else
            for (i = 0; i < L3; i = i + 1) r3[i] <= w3[i];
end
endgenerate
generate
if (STAGES > 3) begin : GEN_LVL4
    wire [OUTW-1:0] w4 = GEN_LVL3.r3[0] + GEN_LVL3.r3[1];
    reg  [OUTW-1:0] r4;
    always @(posedge clk or negedge rst_n)
        if (!rst_n)       r4 <= {OUTW{1'b0}};
        else              r4 <= w4;
    assign sum = r4;
end
else if (STAGES == 3) begin
    assign sum = GEN_LVL3.r3[0];
end
else if (STAGES == 2) begin
    assign sum = GEN_LVL2.r2[0];
end
else begin
    assign sum = {2'b00, r1[0][INW-1:0]};  
end
endgenerate
assign out_valid = v_pipe[STAGES-1];
endmodule
`timescale 1ns/1ps
(* use_dsp = "no" *)
module mul4x8x8_wallace
(
    input  wire        clk,
    input  wire        rst_n,
    input  wire        in_valid,
    input  wire [31:0] in_a,
    input  wire [31:0] in_b,
    output wire        out_valid,
    output wire [17:0] out_sum 
);
wire [7:0] a0 = in_a[ 7: 0], a1 = in_a[15: 8],
           a2 = in_a[23:16], a3 = in_a[31:24];
wire [7:0] b0 = in_b[ 7: 0], b1 = in_b[15: 8],
           b2 = in_b[23:16], b3 = in_b[31:24];
wire [15:0] p0, p1, p2, p3;
wire        v0, v1, v2, v3;
wallace_mult8 u0 (.clk(clk), .rst_n(rst_n), .in_valid(in_valid), .a(a0), .b(b0), .out_valid(v0), .product(p0));
wallace_mult8 u1 (.clk(clk), .rst_n(rst_n), .in_valid(in_valid), .a(a1), .b(b1), .out_valid(v1), .product(p1));
wallace_mult8 u2 (.clk(clk), .rst_n(rst_n), .in_valid(in_valid), .a(a2), .b(b2), .out_valid(v2), .product(p2));
wallace_mult8 u3 (.clk(clk), .rst_n(rst_n), .in_valid(in_valid), .a(a3), .b(b3), .out_valid(v3), .product(p3));
reg [15:0] p0_r, p1_r, p2_r, p3_r;
reg        v_r;
always @(posedge clk or negedge rst_n) begin
    if (!rst_n) begin
        p0_r <= 0; p1_r <= 0; p2_r <= 0; p3_r <= 0; v_r <= 0;
    end else begin
        p0_r <= p0; p1_r <= p1; p2_r <= p2; p3_r <= p3;
        v_r  <= v0 & v1 & v2 & v3;           
    end
end
wire [63:0] prod_bus = {p3_r, p2_r, p1_r, p0_r};
wire [17:0] sum18;
adder_tree_var #(
    .LANES (4),
    .INW   (16),
    .OUTW  (18) 
) u_tree (
    .clk       (clk),
    .rst_n     (rst_n),
    .in_valid  (v_r),
    .prod_flat (prod_bus),
    .out_valid (out_valid),
    .sum       (sum18)
);
assign out_sum = sum18;
endmodule
`timescale 1ns/1ps
module ha(input wire a, b, output wire s, c);
    assign s = a ^ b;
    assign c = a & b;
endmodule
module fa(input wire a, b, cin, output wire s, cout);
    assign s    = a ^ b ^ cin;
    assign cout = (a & b) | (a & cin) | (b & cin);
endmodule
(* use_dsp = "no" *)
module wallace_mult8 (
    input  wire        clk,
    input  wire        rst_n,
    input  wire        in_valid,
    input  wire [7:0]  a,
    input  wire [7:0]  b,
    output wire        out_valid,
    output wire [15:0] product
);
    localparam W = 17;              
    wire [W-1:0] pp [7:0];
    genvar gi, gj;
    generate
        for (gi = 0; gi < 8; gi = gi + 1) begin : ROW
            for (gj = 0; gj < W; gj = gj + 1) begin : COL
                if (gj >= gi && gj < gi + 8) begin
                    assign pp[gi][gj] = a[gi] & b[gj - gi];
                end else begin
                    assign pp[gi][gj] = 1'b0;
                end
            end
        end
    endgenerate
    wire [W-1:0] l1s0,l1s1,l1s2,l1c0,l1c1,l1c2;
    generate
        for (gj = 0; gj < 16; gj = gj + 1) begin : L1
            fa fa0 (pp[0][gj], pp[1][gj], pp[2][gj],
                     l1s0[gj], l1c0[gj+1]);
            ha ha0 (pp[3][gj], pp[4][gj],
                     l1s1[gj], l1c1[gj+1]);
            fa fa1 (pp[5][gj], pp[6][gj], pp[7][gj],
                     l1s2[gj], l1c2[gj+1]);
        end
    endgenerate
    assign {l1c0[0],l1c1[0],l1c2[0]} = 3'b000;
    assign {l1s0[16],l1s1[16],l1s2[16]} = 3'b000;
    reg [W-1:0] r1s0,r1s1,r1s2,r1c0,r1c1,r1c2;
    reg         v1;
    always @(posedge clk or negedge rst_n) begin
        if (!rst_n) begin
            v1 <= 1'b0;
        end else if (in_valid) begin
            v1   <= 1'b1;
            r1s0 <= l1s0;  r1c0 <= l1c0;
            r1s1 <= l1s1;  r1c1 <= l1c1;
            r1s2 <= l1s2;  r1c2 <= l1c2;
        end else begin
            v1 <= 1'b0;
        end
    end
    wire [W-1:0] l2s0,l2s1,l2c0,l2c1;
    generate
        for (gj = 0; gj < W-1; gj = gj + 1) begin : L2
            fa fa2 (r1s0[gj], r1s1[gj], r1s2[gj],
                     l2s0[gj], l2c0[gj+1]);
            fa fa3 (r1c0[gj], r1c1[gj], r1c2[gj],
                     l2s1[gj], l2c1[gj+1]);
        end
    endgenerate
    assign l2s0[W-1] = r1s0[W-1] ^ r1s1[W-1] ^ r1s2[W-1];
    assign l2s1[W-1] = r1c0[W-1] ^ r1c1[W-1] ^ r1c2[W-1];
    assign {l2c0[0],l2c1[0]} = 2'b00;
    reg [W-1:0] r2s0,r2s1,r2c0,r2c1;
    reg         v2;
    always @(posedge clk or negedge rst_n) begin
        if (!rst_n) begin
            v2 <= 1'b0;
        end else if (v1) begin
            v2   <= 1'b1;
            r2s0 <= l2s0;  r2c0 <= l2c0;
            r2s1 <= l2s1;  r2c1 <= l2c1;
        end else begin
            v2 <= 1'b0;
        end
    end
    wire [W-1:0] s3, c3;
    generate
        for (gj = 0; gj < W-1; gj = gj + 1) begin : L3
            fa fa4 (r2s0[gj], r2s1[gj], r2c0[gj],
                     s3[gj], c3[gj+1]);
        end
    endgenerate
    assign s3[W-1] = r2s0[W-1] ^ r2s1[W-1] ^ r2c0[W-1];
    assign c3      [0] = 1'b0;
    wire [17:0] final18 = {1'b0, s3}
                       +  c3 
                       +  r2c1;  
    reg [15:0] product_r;
    reg        v3;
    always @(posedge clk or negedge rst_n) begin
        if (!rst_n) begin
            v3 <= 1'b0;
        end else if (v2) begin
            v3       <= 1'b1;
            product_r<= final18[15:0];
        end else begin
            v3 <= 1'b0;
        end
    end
    assign product   = product_r;
    assign out_valid = v3;    
endmodule
==> results_slide.txt <==
Physical Implementation Snapshot

Synth
  • Yosys top cell by instances: edfxtp_1
  • Max-area cell share: 0.492
  • Yosys Instances: 1918
  • Yosys xor share: 0.0215
  • Post-synth regs: 570
  • Synth unique cells: 66
  • List of most frequent post-synthesis cells: edfxtp_1 (448), inv_1 (279), ha_1 (197)
  • Top non-seq family: adder cells
  • Chip Area, Yosys: 0.0273 mm²
  • Post-synth EDFFs: 448
  • MUX area fraction: 0.000366
  • Ys flop type: edfxtp_1
  • Post-synthesis simple-gate area fraction: 0.0754
  • Synth warn: 5
  • Post-Syn Area: 0.0273 mm²
  • Asr flop ratio synth: 0.214
  • Syn avg cell area: 14.2 µm²
  • Adder-cell share of the synthesized area: 0.204
  • Post-Syn Instances: 1918
  • AO/OA Area Share: 0.0563
  • Biggest area cells: edfxtp_1 (49%), fa_1 (11%), dfrtp_1 (11%), ha_1 (9.0%), inv_1 (3.8%)
  • Yosys top cell by area: edfxtp_1
  • Sequential area share after synthesis: 0.604

Run
  • Tool warning count: 27
  • Max cap viols: 0

Floorplan
  • # rows: 85
  • Die width: 236 µm
  • Ports: 86
  • Die Y-Extent: 236 µm
  • Starting Density: 0.507
  • Core area: 0.0539 mm²
  • Die ar.: 0.0556 mm²

Routing
  • WL per Instance: 16.6 µm
  • DRC: 0
  • DRT Wirelength: 46600 µm
  • Antenna viol nets, final: 0
  • Via-per-instance ratio: 5.09
  • DRT Pass-1 Iters: 7
  • Starting DRT DRC Count: 748
  • Ant diodes: 0
  • Via count: 14300

Worst setup path
  • WP buf/inv: 3
  • Crit path launch: rst_n
  • CP most frequent cell: buf_4
  • Crit-path cells: buf_4 > buf_4 > and2_2 > buf_4
  • Crit Path Class: in -> reg
  • CP max-delay cell: buf_4
  • Reg-to-Reg Start: u2.r2s0[4]
  • Worst setup EP type: flop
  • CP top delay family: buffers and inverters
  • CP Data Required Time: 10.45 ns
  • Critical Path Source Type: primary input
  • Data arrival, critical path: 4.15 ns
  • Max stage delay on crit path: 0.59 ns
  • Worst Path Max Fanout: 53
  • FF-to-FF setup slack: 6.79 ns

Layout
  • Area grow syn2layout: 13.5%
  • Share of layout cells above drive strength 1: 0.0547
  • Top flop regs: u_tree.r1 (34), u_tree.GEN_LVL2.r2 (18)
  • Post-route cell area: 0.0310 mm²
  • Logic area: 0.00977 mm²
  • Final Util: 0.575
  • Max reg flops: 34
  • Largest Register: u_tree.r1
  • Area occupied by registers: 0.0165 mm²
  • Fill count: 4153

Power and ir drop
  • Static Leak: 0.0127 µW
  • Power Density: 202 mW/mm²
  • VDD IR max: 0.138 mV
  • Pwr Total: 6250 µW

CTS
  • H-tree depth: 2
  • CTS Buf Count: 59
  • Worst-path clk slew: 0.06 ns
  • CTS root buf: clkbuf_16
  • Postcts setup bufs: 0
  • CTS tree: done
  • Resized cells post-CTS: 0
  • Clk buf depth: 3
  • Clock sinks: 570
  • # hold bufs at CTS: 0
  • Clk latency late pin: 0.62 ns

Hold path
  • Type of the most critical hold path: reg -> reg
  • Worst hold start: u0.product_r[4]

Placement
  • Post-DP HPWL: 33600 µm
  • Buffers on Ports: 85
  • Gpl congestion: 0.891
  • Placed Area: 0.0291 mm²

Global route
  • Total gr overflow: 0
  • Vias in the first global route: 14900
  • First-pass GRT wire length: 77700 µm
  • Overall Global Routing Usage: 0.194
  • Pin count of the biggest net entering global routing: 128
  • Initial antenna violation count: 0

Final timing
  • Final setup fails: 0
  • Clk_skew: 0.0201 ns
  • Worst slew pin tran: 0.853 ns
  • Sum Neg Setup Slack: 0 ns
  • RSZ-0062 raised after global routing: false
  • Slew headroom: 0.431
  • Final Slew Violations: 0
  • Final period utilization: 0.382
  • Fin. Hold Viols: 0
  • Max Freq: 256 MHz
  • Final worst path period need: 3.90 ns
  • Hold WS: 0.344 ns

Run status
  • Status: finished clean
-- through the flow --
step | instances | setup slack (ns)
2_1_floorplan | 1918 | 2.85
3_3_place_gp | 2703 | 5.66
3_5_place_dp | 2703 | 5.54
4_1_cts | 2815 | 6.21
5_1_grt | 2815 | 6.00
6_report | 2815 | 6.30
-- cells by family after synthesis --
logic type	Yosys count
AND/OR/NAND/NOR	419
adder cells (fa/ha/maj)	352
flip-flops	570
buffers and inverters	283
multiplexers	1
XOR/XNOR	67
AND-OR/OR-AND	226
-- path summary, 6_finish.rpt --
path / endpoint / depth (start not counted)
hold / removal: p0_r[4] / 0
min in group asynchronous: u_tree.GEN_LVL2.r2[0][4] / 1
max in group asynchronous: p1_r[5] / 2
setup reg to reg: u2.product_r[14] / 9
setup / recovery: u2.product_r[10] / 4
hold reg to reg: p0_r[4] / 0
-- power by group --
part | internal, µW | switching, µW | total [µW]
logic | 588 | 713 | 1300
clock network | 1180 | 875 | 2060
registers | 2800 | 92.7 | 2900
total | 4570 | 1680 | 6250
-- layout make-up --
type	instances	area share
Clock inverter	34	0.00875
Tap cell	696	0.0281
Clock buffer	78	0.0526
Multi-Input combinational cell	1065	0.315
Inverter	279	0.0338
Sequential cell	570	0.532
Timing Repair Buffer	93	0.0297
-- cell usage in the layout (no fill, tap or decap), types with 37 or more instances in the layout --
cell and count:
fa_1 155, nand2_1 167, clkdlybuf4s50_1 84, edfxtp_1 448, inv_1 279, dfrtp_1 122
ha_1 197, clkbuf_16 62, nor2_1 48, o21ai_0 37, xnor2_1 49, and2_1 116
a21oi_1 62
-- per-layer routing --
metal / up-vias / track usage / wire length [µm]
met5: - / 0 / 0
met4: 0 / 0.0374 / 1100
met3: 66 / 0.0608 / 3400
met2: 356 / 0.273 / 20700
met1: 6970 / 0.341 / 21400
li1: 6927 / - / -
Power and IR drop assume default switching activity.
